$ cat flow/config.mk
export PLATFORM = sky130hd
export DESIGN_NAME = top
export DESIGN_NICKNAME = top
export VERILOG_FILES = /design/flow/design.v
export SDC_FILE = /design/flow/constraint.sdc
export NUM_CORES = 4
export LEC_CHECK = 1
export CORE_AREA = 10 10 70 70
export DIE_AREA = 0 0 80 80
$ cat flow/design.v
module seven_seg(input wire clock,
					 input wire [15:0] display_val,
					 output wire [3:0] pos,
					 output wire [7:0] seg);
	reg [2:0] cl_cl = 3'd7;
	wire display_clock = cl_cl[2];
	reg [1:0] i = 2'd0;
	reg [7:0] seg_code = 8'd0;
	reg [3:0] val = 3'd0;
	always @(posedge clock)
	begin
		if (cl_cl > 0) begin
			cl_cl <= cl_cl - 3'd1;
		end else begin
			cl_cl <= 3'd7; 
		end
	end
	assign seg = seg_code;
	assign pos = 4'd1 << i;
	always @(posedge display_clock)
	begin
		val <= display_val[(i * 4) +: 4];
		case(val)
			4'd0: seg_code = 8'b11111100;
			4'd1: seg_code = 8'b01100000;
			4'd2: seg_code = 8'b11011010;
			4'd3: seg_code = 8'b11110010;
			4'd4: seg_code = 8'b01100110;
			4'd5: seg_code = 8'b10110110;
			4'd6: seg_code = 8'b10111110;
			4'd7: seg_code = 8'b11100000;
			4'd8: seg_code = 8'b11111110;
			4'd9: seg_code = 8'b11110110;
			4'hA: seg_code = 8'b11101110;
			4'hB: seg_code = 8'b00111100;
			4'hC: seg_code = 8'b10011100;
			4'hD: seg_code = 8'b01111010;
			4'hE: seg_code = 8'b10011110;
			4'hF: seg_code = 8'b10001110;
		endcase
		i <= i + 2'd1;
	end
endmodule
module master_spi
(
	input wire clock,
	input wire clock_master,
	input wire mes_inp,
	output wire mes_outp
);
	reg [7:0] counter = 8'd0;
	reg outp = 1'b0;
	assign mes_outp = outp;
	reg [3:0] step = 3'd7;
	always @(posedge clock)
	begin
		if ( step > 0 ) begin
			outp <= counter[step];
			step = step - 3'd1;
		end else begin
			step = 3'd7;
		end
	end
endmodule
module slave_spi
( 
	input wire clock,
	input wire s_inp,
	output wire [15:0] display_val,
	output wire s_outp
);
	reg [7:0] val = 8'd0;
	reg [7:0] data = 8'd0;
	assign display_val = {data, 8'd0};
	reg [3:0] step = 3'd7;
	always @(posedge clock)
	begin
		if (step > 3'd0) begin
			val <= (val << 1) + s_inp;
			step = step - 3'd1;
		end else begin
			step = 3'd7;
			data <= val;
		end
	end
endmodule
module top(
	input wire clock,
	output wire DS_EN1, DS_EN2, DS_EN3, DS_EN4,
	output wire DS_A, DS_B, DS_C, DS_D, DS_E, DS_F, DS_G
);
	reg [19:0] cl_cr = 1;
	wire clock_int;
	wire clock_master;
	assign clock_int = cl_cr[15];
	assign clock_master = cl_cr[19]; 
	always @(posedge clock)
	begin
		if (cl_cr < 20'hFFFFF) begin
			cl_cr <= cl_cr + 20'h1;
		end else begin
			cl_cr <= 20'h0;
		end
	end
	wire mes_inp;
	wire mes_outp;
	wire [15:0] display_val;
	wire [3:0] pos;
	wire [7:0] seg;
	assign {DS_EN1, DS_EN2, DS_EN3, DS_EN4} = ~pos;
	assign {DS_A, DS_B, DS_C, DS_D, DS_E, DS_F, DS_G} = seg[6:0];
	master_spi master_spi(.clock(clock_int), .clock_master(clock_master), .mes_inp(mes_inp), .mes_outp(mes_outp));
	slave_spi slave_spi(.clock(clock_int), .s_inp(mes_outp), .display_val(display_val), .s_outp(mes_inp));
	seven_seg seven_seg(.clock(clock), .display_val(display_val), .pos(pos), .seg(seg));
endmodule
$ cat flow/run.sh
#!/bin/bash
# OpenROAD 26Q1-2900-gdf79404cd8, Yosys 0.63+post, stock flow scripts
make -C /OpenROAD-flow-scripts/flow DESIGN_CONFIG=/design/flow/config.mk WORK_HOME=/design/flow/orfs finish
$ cat flow/constraint.sdc
current_design top

set clk_period 1.0
set clk_io_pct 0.2

create_clock -name clk0 -period $clk_period [get_ports {clock}]

set non_clock_inputs [all_inputs -no_clocks]
set_input_delay [expr $clk_period * $clk_io_pct] -clock clk0 $non_clock_inputs
set_output_delay [expr $clk_period * $clk_io_pct] -clock clk0 [all_outputs]
==> results.py <==
# Synthesis and PnR figures
metrics = {
    "status": {
        "outcome": "complete, no violations",
    },
    "floorplanning": {
        "fp_util_pct": 8.79,
        "core-area_sq_um": 3420,
        "die-width_microns": 80,
        "die_area_sq_um": 6400,
        "fp.dieH_microns": 80,
        "io_pins": 12,
        "row_count": 21,
    },
    "critical_path": {
        "cp_slowest_cell": "dfxtp_2",
        "cpLargestDelayFamily": "adder cells",
        "crit_path_end_kind": "register",
        "cp_num_buf_inv": 1,
        "worst_ep_arrival_time_ns": 1.07,
        "crit_type": "reg -> reg",
        "worstPathMaxFanout": 2,
        "cp.required_ns": 1.12,
        "cp-start-kind": "register",
        "crit_path_cell_trace": "inv_1, ha_2, ha_4, nand2b_1",
        "critPathMaxStageDelay_ns": 0.31,
    },
    "clock_tree": {
        "cts_made_buffers": 3,
        "post_cts_buffers": 0,
        "clockBufferDepth": 2,
        "tritoncts": "done",
        "clk_pin_slew_ns": 0.04,
        "cts_root_buffer": "clkbuf_4",
        "clock_latency_ns": 0.23,
        "htree_levels": 1,
    },
    "finish": {
        "area_delta_synth_final_pct": 49.6,
        "utilization_pct": 13.2,
        "most-common-layout-cells": "inv_1, clkdlybuf4s50_1, dfxtp_1, ha_1",
        "num-fill-cells": 400,
        "final_layout_size_suffix_gt1_share_pct": 15.0,
    },
    "synthesis": {
        "yosysCellCount": 32,
        "synth_seq_share_pct": 40.0,
        "synth_top_area_share_pct": 40.0,
        "synth_cells": 32,
        "yosys_area_sq_um": 300,
        "top_cells_by_area": "dfxtp_1, ha_1, buf_4, inv_1, nand2b_1",
        "syn_area_sq_um": 300,
        "numSynthFlops": 6,
        "synth_cell_types": 6,
        "yosysTopAreaCell": "dfxtp_1",
        "avgSynthCellArea_sq_um": 9.38,
        "yosys_warnings": 4,
    },
    "global_routing": {
        "antenna_found_initial": 0,
        "gr-total-overflow": 0,
        "grt_pass1_vias": 181,
        "grt_first_pass_wirelength_microns": 683,
        "grt_max_degree": 6,
        "grt_use_total_pct": 1.32,
    },
    "detailed_routing": {
        "drc_errors": 0,
        "drt.antenna.violating_nets": 0,
        "num_vias": 191,
        "wl_microns": 453,
        "n_antenna_cell": 0,
        "drt_iter0_drc": 2,
        "drt-vias-per-instance": 2.22,
        "drt_pass1_iterations": 2,
        "avgRoutedWirePerCell_microns": 5.27,
    },
    "timing": {
        "fin_tns_setup_ns": 0,
        "rsz0062_at_grt": "no",
        "report.final.slew_viol_count": 0,
        "setup_viol": 0,
        "period_needed_ns": 0.944,
        "untimed_endpoints": 11,
        "fin_worst_skew_ns": 0.00128,
        "unclocked_regs": 3,
        "finalHoldViolCount": 0,
        "fmax_mhz": 1060,
        "fin_crit_sh_pct": 94.4,
    },
    "worst_hold_path": {
        "min_path_type": "reg -> reg",
    },
    "pwr": {
        "leakagePower_nw": 0.174,
        "power.density_nw_per_um2": 741,
        "ir_drop_mv": 0.163,
    },
    "placed_design": {
        "place.gp.congestion": 0.697,
        "hpwl_microns": 381,
        "io_buffers": 9,
    },
    "job": {
        "maxCapViolations": 0,
        "warnings": 28,
    },
}
[report_power, final]
part	internal [mW]	switching (mW)	leakage [nW]
registers	0.121	0	0.0492
clock network	0.150	0.0622	0.0150
logic	0	0.000640	0.110
total	0.270	0.0628	0.174
[cell usage after synthesis (all sizes together)]
cell / instances
nand2b: 3
ha: 6
buf: 6
inv: 9
dfxtp: 6
conb: 2
[cells by family after synthesis]
logic type | after synthesis | synth area share (%)
buf+inv | 15 | 26.2
fa+ha+maj | 6 | 25.0
flops | 6 | 40.0
simple gates | 3 | 6.25
other cells | 2 | 2.50
[registers in the layout, summed over array words and instances, names as in the netlist]
name                flops
seven_seg.cl_cl         3
seven_seg.i             2
seven_seg.seg_code      1
[routing by layer]
layer,global-route usage (%),share of wire [%]
met1,1.01,35
met2,1.93,37
met3,1.70,28
met4,0.528,0
met5,0,0
[worst paths after layout]
| check | to | slack (ns) | cells after the start | from |
|---|---|---|---|---|
| min reg2reg | seven_seg.cl_cl[0] | 0.39 | 1 | seven_seg.cl_cl[0] |
| max | seven_seg.cl_cl[2] | 0.06 | 4 | seven_seg.cl_cl[0] |
| min | seven_seg.cl_cl[0] | 0.39 | 1 | seven_seg.cl_cl[0] |
| max reg2reg | seven_seg.cl_cl[2] | 0.06 | 4 | seven_seg.cl_cl[0] |
[per-stage QoR]
step | instances | power (mW) | hold slack, ns | setup slack, ns | instance area (sq um)
floorplan | 33 | 0.128 | 0.370 | 0.0575 | 304
global placement | 82 | 0.124 | 0.377 | 0.0379 | 407
detailed placement | 82 | 0.123 | 0.384 | -0.00686 | 407
CTS | 86 | 0.348 | 0.395 | 0.0153 | 439
global route | 86 | 0.354 | 0.408 | 0.0206 | 449
finish | 86 | 0.333 | 0.390 | 0.0561 | 449
[cell type report]
type | count | area (sq um) | area share, %
inverters | 9 | 33.8 | 7.52
repair buffers | 9 | 90.1 | 20.1
flip-flops and latches | 6 | 121 | 27.0
multi-input cells | 12 | 120 | 26.7
well taps | 46 | 57.6 | 12.8
clock buffers | 4 | 26.3 | 5.85
[repair_timing]
item / CTS / global route
gates cloned: 0 / 0
gates resized: 3 / 1
endpoints found under the setup margin: 3 / 1
hold buffers: 0 / 0
No activity file was given, so power comes from the tool's default toggle rates.
